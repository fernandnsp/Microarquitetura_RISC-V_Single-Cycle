**flow/config.mk**
```make
export PLATFORM = sky130hd
export DESIGN_NAME = system_cycle
export DESIGN_NICKNAME = system_cycle
export VERILOG_FILES = /design/flow/design.v
export SDC_FILE = /design/flow/constraint.sdc
export NUM_CORES = 4
export LEC_CHECK = 1
export CORE_UTILIZATION = 40
```
**flow/constraint.sdc**
```tcl
current_design system_cycle

set clk_period 25.1
set clk_io_pct 0.2

create_clock -name clk0 -period $clk_period [get_ports {clk}]

set non_clock_inputs [all_inputs -no_clocks]
set_input_delay [expr $clk_period * $clk_io_pct] -clock clk0 $non_clock_inputs
set_output_delay [expr $clk_period * $clk_io_pct] -clock clk0 [all_outputs]
```
**flow/design.v**
```verilog
module adder (
    input  wire [31:0] a,    
    input  wire [31:0] b,    
    output wire [31:0] y     
);
    assign y = a + b;
endmodule
module alu (
    input  wire signed [31:0] a,          
    input  wire signed [31:0] b,          
    input  wire signed [2:0]  alu_ctrl,   
    output reg  signed [31:0] result,     
    output reg  signed zero        
);
    reg [31:0] ResultReg;
    always @(*) begin
        if (result == 0) zero = 1;
        else zero = 0;
        case (alu_ctrl)
            3'b000: result <= a + b;                            
            3'b001: result <= a - b;                            
            3'b010: result <= a & b;                            
            3'b011: result <= a | b;                            
            3'b101: result <= ($signed(a) < $signed(b)) ? 32'd1 : 32'd0;  
            default: result <= 32'b0;
        endcase
    end
endmodule
module alu_decoder (
    input  wire [1:0] ALUOp,
    input  wire [2:0] funct3,
    input  wire       funct7_5,  
    input  wire       op_5,  
    output reg  [2:0] ALUControl
);
    always @(*) begin
        case (ALUOp)
            2'b00: ALUControl = 3'b000;  
            2'b01: ALUControl = 3'b001;  
            2'b10: begin  
                case (funct3)
                    3'b000: begin  
                        if (op_5 && funct7_5)
                            ALUControl = 3'b001;  
                        else
                            ALUControl = 3'b000;  
                    end
                    3'b010: ALUControl = 3'b101;  
                    3'b110: ALUControl = 3'b011;  
                    3'b111: ALUControl = 3'b010;  
                    default: ALUControl = 3'bx;
                endcase
            end
            default: ALUControl = 3'bx;
        endcase
    end
endmodule
module control_unit (
    input  wire [6:0] op,
    input  wire [2:0] funct3,
    input  wire       funct7_5,
    input  wire       Zero,
    output wire       PCSrc,
    output wire       ResultSrc,
    output wire       MemWrite,
    output wire       ALUSrc,
    output wire       RegWrite,
    output wire [1:0] ImmSrc,
    output wire [2:0] ALUControl
);
    wire [1:0] ALUOp;
    wire Branch;
    main_decoder MainDecoder (
        .op(op),
        .ResultSrc(ResultSrc),
        .MemWrite(MemWrite),
        .RegWrite(RegWrite),
        .Branch(Branch),
        .ALUSrc(ALUSrc),
        .ImmSrc(ImmSrc),
        .ALUOp(ALUOp)
    );
    alu_decoder ALUDecoder (
        .ALUOp(ALUOp),
        .funct3(funct3),
        .funct7_5(funct7_5),
        .op_5(op[5]),
        .ALUControl(ALUControl)
    );
    assign PCSrc = Zero & Branch;
endmodule
module main_decoder (
    input  wire [6:0] op,
    output wire       ResultSrc,
    output wire       MemWrite,
    output wire       RegWrite,
    output wire       Branch,
    output wire       ALUSrc,
    output wire [1:0] ImmSrc,
    output wire [1:0] ALUOp
);
    reg [8:0] instruction;
    always @(*) begin
        case (op)
            7'b0000011: instruction = 9'b1_00_1_0_1_0_00;  
            7'b0100011: instruction = 9'b0_01_1_1_0_0_00;  
            7'b0110011: instruction = 9'b1_00_0_0_0_0_10;  
            7'b1100011: instruction = 9'b0_10_0_0_0_1_01;  
            default: instruction = 9'b0_00_0_0_0_0_00;
        endcase
    end
    assign {
        RegWrite,   
        ImmSrc,     
        ALUSrc,     
        MemWrite,   
        ResultSrc,  
        Branch,     
        ALUOp       
    } = instruction;
endmodule
module datapath (
    input  wire        clk,
    input  wire        rst,
    input  wire        PCSrc,
    input  wire        ResultSrc,
    input  wire        ALUSrc,
    input  wire        RegWrite,
    input  wire [1:0]  ImmSrc,
    input  wire [2:0]  ALUControl,
    input  wire [31:0] ReadData,
    input  wire [31:0] Instr,
    output wire [31:0] ALUResult,
    output wire [31:0] WriteData,
    output wire [31:0] PC,
    output wire        Zero
);
    wire [31:0] PCNext, PCPlus4, PCTarget;
    wire [31:0] ImmExt;
    wire [31:0] SrcA, SrcB;
    wire [31:0] Result;
    pc PC_REG (
        .clk(clk),
        .rst(rst),
        .pc_next(PCNext),
        .pc(PC)
    );
    adder PC_ADDER (
        .a(PC),
        .b(32'd4),
        .y(PCPlus4)
    );
    adder PC_TARGET_ADDER (
        .a(PC),
        .b(ImmExt),
        .y(PCTarget)
    );
    mux2x1 PC_MUX (
        .d0(PCPlus4),
        .d1(PCTarget),
        .sel(PCSrc),
        .y(PCNext)
    );
    register_file REGISTER_FILE (
        .clk(clk),
        .rst(rst),
        .we3(RegWrite),
        .ra1(Instr[19:15]),
        .ra2(Instr[24:20]),
        .wa3(Instr[11:7]),
        .wd3(Result),
        .rd1(SrcA),
        .rd2(WriteData)
    );
    extend EXTEND_UNIT (
        .Instr(Instr[31:0]),
        .ImmSrc(ImmSrc),
        .ImmExt(ImmExt)
    );
    mux2x1 ALU_SRC_MUX (
        .d0(WriteData),
        .d1(ImmExt),
        .sel(ALUSrc),
        .y(SrcB)
    );
    alu ALU (
        .a(SrcA),
        .b(SrcB),
        .alu_ctrl(ALUControl),
        .result(ALUResult),
        .zero(Zero)
    );
    mux2x1 RESULT_MUX (
        .d0(ALUResult),
        .d1(ReadData),
        .sel(ResultSrc),
        .y(Result)
    );
endmodule
module extend (
    input  wire [31:0] Instr,   
    input  wire [1:0]  ImmSrc,  
    output wire [31:0] ImmExt
);
    reg [31:0] ImmExtReg;
    always @(*) begin
        case (ImmSrc)
            2'b00: ImmExtReg = {{20{Instr[31]}}, Instr[31:20]};  
            2'b01: ImmExtReg = {{20{Instr[31]}}, Instr[31:25], Instr[11:7]};  
            2'b10: ImmExtReg = {{20{Instr[31]}}, Instr[7], Instr[30:25], Instr[11:8], 1'b0};  
            default: ImmExtReg = 32'b0;
        endcase
    end
    assign ImmExt = ImmExtReg;
endmodule
module mux2x1 (
    input  wire [31:0] d0,    
    input  wire [31:0] d1,    
    input  wire        sel,   
    output wire [31:0] y      
);
    assign y = sel ? d1 : d0;
endmodule
module pc (
    input  wire        clk,
    input  wire        rst,
    input  wire [31:0] pc_next,
    output reg  [31:0] pc
);
    localparam [31:0] PC_RESET = 32'h0000_1000;
    always @(posedge clk or posedge rst) begin
        if (rst)
            pc <= PC_RESET;
        else
            pc <= pc_next;
    end
endmodule
module register_file(
    input wire         clk,
    input wire         rst,            
    input wire         we3,            
    input wire  [4:0]  ra1, ra2, wa3,  
    input wire  [31:0] wd3,            
    output wire [31:0] rd1, rd2        
);
    reg [31:0] registers[31:0];        
    integer i;
    always @(posedge clk) begin
        if (rst) begin
            for (i = 0; i < 32; i = i + 1)
                registers[i] = 32'b0;
            registers[5] <= 32'd6;
            registers[9] <= 32'h2004;
        end else if (we3 && wa3 != 0) begin
            registers[wa3] <= wd3;
        end
    end
    assign rd1 = (ra1 != 0) ? registers[ra1] : 32'b0;
    assign rd2 = (ra2 != 0) ? registers[ra2] : 32'b0;
endmodule
module system_cycle (
    input  wire        clk,
    input  wire        rst,
    input  wire [31:0] ReadData,
    input  wire [31:0] Instr,
    output wire [31:0] PC,
    output wire        MemWrite,
    output wire [31:0] ALUResult,
    output wire [31:0] WriteData
);
    wire       PCSrc;
    wire       ResultSrc;
    wire       ALUSrc;
    wire       RegWrite;
    wire       Zero;
    wire [1:0] ImmSrc;
    wire [2:0] ALUControl;
    wire [6:0] op;
    wire [2:0] funct3;
    wire       funct7_5;
    assign op = Instr[6:0];
    assign funct3 = Instr[14:12];
    assign funct7_5 = Instr[30];
    datapath DATAPATH (
        .clk(clk),                
        .rst(rst),                
        .PCSrc(PCSrc),            
        .ResultSrc(ResultSrc),    
        .ALUSrc(ALUSrc),          
        .RegWrite(RegWrite),      
        .ImmSrc(ImmSrc),          
        .ALUControl(ALUControl),  
        .ReadData(ReadData),      
        .Instr(Instr),            
        .ALUResult(ALUResult),    
        .WriteData(WriteData),    
        .PC(PC),                  
        .Zero(Zero)               
    );
    control_unit CONTROL_UNIT (
        .op(op),                 
        .funct3(funct3),         
        .funct7_5(funct7_5),     
        .Zero(Zero),             
        .PCSrc(PCSrc),           
        .ResultSrc(ResultSrc),   
        .MemWrite(MemWrite),     
        .ALUSrc(ALUSrc),         
        .RegWrite(RegWrite),     
        .ImmSrc(ImmSrc),         
        .ALUControl(ALUControl)  
    );
endmodule
```
**flow/run.sh**
```bash
#!/bin/bash
# OpenROAD 26Q1-2900-gdf79404cd8, Yosys 0.63+post, stock flow scripts
make -C /OpenROAD-flow-scripts/flow DESIGN_CONFIG=/design/flow/config.mk WORK_HOME=/design/flow/orfs finish
```
==> flow_summary.yaml <==
# implementation run metrics
power_and_ir_drop:
  power_per_cell_area_nw_per_um2: 66.5
  power.static_leakage_nw: 24.0
  ir_drop_uv: 54.7
floorplanning:
  die_width_um: 395
  num_io_pins: 163
  coreArea_um2: 153000
  floorplan.initialDensity_pct: 40.5
  rows: 143
  floorplan.die.height_um: 395
  floorplan.die_area_um2: 156000
cts:
  clock_insertion_delay_worst_skew_ns: 0.76
  cts_buffers: 112
  root_buffer: "clkbuf_16"
  clock_tree.buffer_depth: 3
  cts_post_setup_buffers_inserted: 0
  cts_tree: "built"
  clk_transition_reported_paths_ns: 0.06
  cts.sink_count: 1056
  hold_fix_buffer_count_after_cts: 0
  htreeDepth: 3
  ctsResizeCount: 0
place:
  number_of_cells_after_detailed_placement: 6825
  port_buffers: 162
  post-dp-hpwl_um: 141000
  routabilityCongestion: 0.995
yosys:
  yosys_area_um2: 61800
  number_of_warnings_printed_during_yosys_synthesis: 6
  synth.distinct_cells: 101
  synthTopCellsByArea: "edfxtp_1, mux4_2, nor2_1"
  commonest_cells_post_synth: "nor2_1, edfxtp_1, mux4_2, clkbuf_1, nand2_1"
  edf_count: 1024
  top_cell: "nor2_1"
  top_cell_area_share_pct: 49.7
  synth_cells: 4918
  synth-async-reset-ratio_pct: 3.03
  postSynth.topFlopCell: "edfxtp_1"
  largest_area_cell: "edfxtp_1"
  post_synth_regs: 1056
  postSynthAreaPerCell_um2: 12.6
  synth.yosys.num_cells: 4918
  synth-seq-area-share_pct: 51.0
  mappedNetlistArea_um2: 61800
setup_path:
  critical_path_class: "in -> out"
  crit-reg2reg-capture: "DATAPATH.PC_REG.pc[1]"
  critPathArrivalTime_ns: 12.76
  crit_path_start_kind: "input pin"
  reg2regPathDepth: 20
  worst-endpoint-required_ns: 20.08
  path_max_fanout: 55
  rrSetupSlack_ns: 17.34
  cp-end-kind: "output port"
  critical_path.reg2reg.startpoint: "DATAPATH.REGISTER_FILE.registers[7][9]"
final_timing:
  finalClockPeriodUsage_pct: 70.8
  worst_clk_skew_ns: 0.0706
  worst_slew_pin_slew_ns: 1.12
  report.final.slew_viol_count: 0
  sum_of_negative_setup_slack_ns: 0
  finalHoldViolations: 0
  grt_setup_unrepaired: "false"
  min_period_ns: 17.78
  timing.max_slew.rel_slack_pct: 24.4
  max_freq_ghz: 0.0562
  finalSetupViolCount: 0
grt:
  grt_usage_pct: 31.3
  grt_remaining_overflow: 0
  pin_count_of_the_biggest_net_entering_global_routing: 82
  initial_antenna_violation_count: 8
  grt_pass1_wl_um: 323000
  grt_pass1_vias: 46100
detailed_routing:
  detailedRoute.firstPassIterationCount: 6
  drt-vias-per-instance: 6.25
  drtIter0Drc: 3335
  wl_per_cell_um: 32.3
  drtAntennaViolNets: 0
  drc: 0
  final_wl_um: 228000
  vias: 44000
run:
  max-cap-violations: 0
  tool_warnings: 95
worst_hold_path:
  destination_of_the_worst_hold_path: "DATAPATH.PC_REG.pc[2]"
  hold_start: "DATAPATH.PC_REG.pc[2]"
  min_path_type: "reg -> reg"
  hold_depth: 1
status:
  status: "finished, final reports clean"
cells_and_area:
  tally_of_non_filler_cells_in_the_final_layout: 7036
  final_layout_size_suffix_gt1_share_pct: 21.6
  area_growth_pct: 12.4
per-stage QoR:
stage	cell area, um2	util, %	setup slack (ns)	hold WS [ns]	power, W
6_report	69500	45.5	7.32	0.603	0.00462
5_1_grt	69500	45.5	6.66	0.621	0.00476
4_1_cts	69500	45.5	7.26	0.587	0.00462
3_5_place_dp	65800	43.1	7.30	0.579	0.00296
3_3_place_gp	65800	43.1	7.23	0.569	0.00296
2_1_floorplan	61900	-	9.33	0.465	0.00260
critical path, stage by stage:
cell and delay [ns]:
buf_8 0.46, buf_4 0.64, buf_4 0.64, buf_4 0.65, mux4_2 0.60, mux4_2 0.52, nor2b_1 0.13, nor3_1 0.09
ha_1 0.61, nand2_1 0.32, or3_1 0.46, o211ai_1 0.31, a41oi_1 0.17, o31a_1 0.20, o21ai_0 0.17, a211oi_1 0.11
or3_1 0.43, a21oi_4 0.15, buf_4 0.44, inv_1 0.08, clkdlybuf4s50_1 0.41
report_power, final:
part	switching, W	internal (W)
Sequential	0.0000289	0.00199
Clock	0.000729	0.000955
Combinational	0.000553	0.000365
Total	0.00131	0.00331
state kept, by name, indices dropped and copies added (netlist names):
name / count
DATAPATH.REGISTER_FILE.registers: 1024
DATAPATH.PC_REG.pc: 32
layout by cell type, fill, tap and decap left out, drive strengths merged, types with 32 or more instances in the layout:
| cell type | count |
|---|---|
| nor2 | 1194 |
| edfxtp | 1024 |
| mux4 | 542 |
| nand2 | 212 |
| buf | 191 |
| mux2i | 152 |
| clkdlybuf4s50 | 151 |
| clkbuf | 131 |
| inv | 130 |
| a21oi | 119 |
| ha | 115 |
| nor3 | 82 |
| o21ai | 62 |
| mux2 | 59 |
| clkinv | 55 |
| nand3 | 49 |
| or3 | 48 |
| o211ai | 44 |
| a21o | 37 |
| o221ai | 35 |
| nor2b | 34 |
| conb | 32 |
routing by layer:
layer / wire length (um) / track usage (%) / vias to the layer above
met2: 104000 / 45.4 / 3186
met3: 41000 / 23.6 / 585
li1: - / - / 18600
met5: 954 / 5.26 / -
met1: 73500 / 36.6 / 21600
met4: 8600 / 8.99 / 26
cell families after synthesis:
| group | count (synthesis) | share of synthesized area, % |
|---|---|---|
| mux | 753 | 23.3 |
| buf+inv | 623 | 3.91 |
| compound gates | 575 | 6.86 |
| simple gates | 1764 | 12.1 |
| other cells | 1 | 0.00607 |
| flops | 1056 | 51.0 |
| xor+xnor | 27 | 0.382 |
| fa+ha+maj | 119 | 2.44 |
worst max-delay path by stage:
stage	from	to	slack, ns	cells past startpoint
CTS	Instr[15]	ALUResult[29]	7.26	21
global route	Instr[15]	ALUResult[29]	6.66	21
finish	Instr[15]	ALUResult[29]	7.32	21
final cells by class:
class / instances / area [um2]
fill: 13200 / 83100
sequential: 1056 / 31600
multi-input combinational: 3270 / 28200
timing repair buffer: 342 / 3010
clock buffer: 131 / 2920
tap: 2030 / 2540
clock inverter: 76 / 758
inverter: 127 / 478
antenna: 4 / 10.0
Power and IR drop assume default switching activity.
